**flow/design.v**
```verilog
module mc_sop1(input clk, input reset,
    input [15:0] io_x,
    output[15:0] io_y
);
  reg[15:0] yy;
  wire[15:0] T0;
  wire[23:0] T1;
  wire[31:0] sop;
  reg[31:0] mults_3;
  wire[31:0] T2;
  reg[15:0] delays_3;
  reg[15:0] delays_2;
  reg[15:0] delays_1;
  reg[15:0] delays_0;
  wire[31:0] T3;
  reg[31:0] mults_2;
  wire[31:0] T4;
  wire[31:0] T5;
  reg[31:0] mults_1;
  wire[31:0] T6;
  reg[31:0] mults_0;
  wire[31:0] T7;
  assign io_y = yy;
  assign T0 = T1[4'hf :1'h0 ];
  assign T1 = $signed(sop) >>> $signed(4'h8 );
  assign sop = T3 + mults_3;
  assign T2 = $signed(delays_3) * $signed(16'h40 );
  assign T3 = T5 + mults_2;
  assign T4 = $signed(delays_2) * $signed(16'h40 );
  assign T5 = mults_0 + mults_1;
  assign T6 = $signed(delays_1) * $signed(16'h40 );
  assign T7 = $signed(delays_0) * $signed(16'h40 );
  always @(posedge clk) begin
    yy <= reset ? 16'h0  : T0;
    mults_3 <= reset ? 32'h0  : T2;
    delays_3 <= reset ? 16'h0  : delays_2;
    delays_2 <= reset ? 16'h0  : delays_1;
    delays_1 <= reset ? 16'h0  : delays_0;
    delays_0 <= reset ? 16'h0  : io_x;
    mults_2 <= reset ? 32'h0  : T4;
    mults_1 <= reset ? 32'h0  : T6;
    mults_0 <= reset ? 32'h0  : T7;
  end
endmodule
```
**flow/run.sh**
```bash
#!/bin/bash
# OpenROAD 26Q1-2900-gdf79404cd8, Yosys 0.63+post, stock flow scripts
make -C /OpenROAD-flow-scripts/flow DESIGN_CONFIG=/design/flow/config.mk WORK_HOME=/design/flow/orfs finish
```
**flow/config.mk**
```make
export PLATFORM = sky130hd
export DESIGN_NAME = mc_sop1
export DESIGN_NICKNAME = mc_sop1
export VERILOG_FILES = /design/flow/design.v
export SDC_FILE = /design/flow/constraint.sdc
export NUM_CORES = 4
export LEC_CHECK = 1
export CORE_UTILIZATION = 40
```
**flow/constraint.sdc**
```tcl
current_design mc_sop1

set clk_period 7.7
set clk_io_pct 0.2

create_clock -name clk0 -period $clk_period [get_ports {clk}]

set non_clock_inputs [all_inputs -no_clocks]
set_input_delay [expr $clk_period * $clk_io_pct] -clock clk0 $non_clock_inputs
set_output_delay [expr $clk_period * $clk_io_pct] -clock clk0 [all_outputs]
```
==> run_results.csv <==
group,metric,value,unit
setup_path,ff2ff_setup_slack,4.45,ns
logic_synthesis,synth_seq_share,0.444,
final_timing,setup_viol,0,
placed_design,hpwl,4.60,mm
run,drv_cap,0,
route,first_iter_violations,71,
logic_synthesis,synth_flops,96,
final_timing,finClkSkew,0.0122,ns
die,rows,37,
setup_path,criticalPathCategory,"reg2reg",
logic_synthesis,enable_flop_cells,0,
clocking,clock-root-buffer,"clkbuf_8",
layout,fin_util,0.474,
global_routing,grt_max_degree,85,
logic_synthesis,netlist-cell-type-count,48,
hold_path,whs_path_depth,1,
logic_synthesis,avgSynthCellArea,9.66,um^2
final_timing,relSlewSlack,0.457,
route,ant_nets,0,
layout,final_area,0.00493,mm^2
final_timing,fin_crit,3.25,ns
clocking,h-tree-depth,3,
setup_path,timing.rr.end,"yy[15]",
die,fp.dieW,106,um
clocking,post-cts-setup-buffers,0,
clocking,path_clk_slew,0.09,ns
logic_synthesis,syn-cell-area,0.00433,mm^2
placed_design,portBuffers,33,
clocking,post_cts_resized,0,
setup_path,rr_startpoint,"mults_3[7]",
run,warnings,25,
outcome,outcome,"finished, final reports clean",
power_and_ir_drop,powerDensity,186,mW/mm^2
layout,drive_gt1_frac,0.0499,
logic_synthesis,ys_cells,448,
setup_path,ff2ff_path_depth,12,
logic_synthesis,ys_area,0.00433,mm^2
hold_path,hold_class,"reg2reg",
setup_path,cp_max_fo,3,
die,die_height,106,um
final_timing,maxSlewViolCount,0,
route,wl_per_cell,10.2,um
setup_path,required,7.93,ns
hold_path,worstHoldEndpoint,"delays_1[3]",
route,dr.pass1.iters,4,
logic_synthesis,synth.yosys.warnings,1,
final_timing,rsz0062_at_grt,"no",
power_and_ir_drop,p_leak,2.02,nW
final_timing,period_used_share,0.422,
placed_design,dpl-instance-area,0.00476,mm^2
logic_synthesis,ff_type,"dfxtp_1",
die,io_pins,34,
setup_path,critPathLaunch,"mults_3[7]",
clocking,numClockSinks,96,
route,drt_wl_total,6.32,mm
logic_synthesis,most_common_cell,"dfxtp_1",
global_routing,track_usage,0.133,
layout,syn2layout_area_growth,13.9,%
route,vias,2659,
global_routing,grt_first_pass_wirelength,11.6,mm
logic_synthesis,top_area_cell,"dfxtp_1",
setup_path,cp.arrival,3.47,ns
logic_synthesis,synth_cells,448,
clocking,cts_buffer_depth,2,
logic_synthesis,synth-async-reset-ratio,0,
final_timing,whs,0.431,ns
hold_path,min-delay-start,"delays_0[3]",
logic_synthesis,top_cell_area_share,0.444,
final_timing,worstMarginPinSlew,0.815,ns
global_routing,antenna_found_initial,0,
final_timing,max_freq,308,MHz
setup_path,end_kind,"register",
clocking,cts_buffers,9,
setup_path,startpoint_type,"register",
clocking,cts_hold_buf,0,
logic_synthesis,top_cells_by_count,"dfxtp_1 (96), inv_1 (94), nor2_1 (62)",
route,drcViolationCount,0,
final_timing,hold_viol,0,
power_and_ir_drop,p_total,917,uW
global_routing,first_global_vias,2567,
placed_design,finalWeightedCongestion,0.818,
die,core,0.0104,mm^2
logic_synthesis,synthTopCellsByArea,"dfxtp_1 (44%), fa_1 (15%), inv_1 (8.2%)",
power_and_ir_drop,peakVddDrop,0.174,mV
global_routing,grt_overflow,0,
final_timing,setup_tns,0,ns
route,vias_per_cell,4.31,
route,n_antenna_cell,0,
clocking,clk_latency,0.36,ns
clocking,cts_tree,"done",
die,fp.dieArea,0.0112,mm^2
die,fp_util,0.416,
## final cells by class
cell class | instances | area [um^2]
clock buffers | 10 | 128
clock inverters | 4 | 47.5
fillers | 986 | 5480
inverters | 94 | 353
multi-input cells | 243 | 1980
flip-flops and latches | 96 | 1920
well taps | 136 | 170
repair buffers | 34 | 335
## sequential cells by signal, summed over array words and instances (netlist names)
signal	flops
delays_3	16
delays_0	16
delays_1	16
mults_3	16
yy	16
delays_2	16
## worst max path at each step
stage | to | depth (start not counted) | slack [ns]
4_1_cts | yy[15] | 12 | 4.45
5_1_grt | yy[15] | 12 | 4.26
6_report | yy[15] | 12 | 4.45
## placed cells by master (no fill, tap or decap), types with 4 or more instances in the layout
master and instances:
o21ai_0 8, a21oi_1 13, a21o_1 4, clkdlybuf4s50_1 32
nand4_1 5, nand2_1 11, inv_1 94, xnor2_1 6
ha_1 15, nor3_1 6, nor3b_1 4, dfxtp_1 96
xor2_1 4, fa_1 33, clkbuf_8 9, nor2_1 62
nor2b_1 39
## worst max-delay path: stages (launching register included)
cell      delay [ns]
dfxtp_1         0.32
inv_1           0.05
fa_1            0.52
inv_1           0.05
fa_1            0.48
nand2_1         0.09
nor2_1          0.05
fa_1            0.40
a21o_2          0.25
a221o_1         0.37
a21oi_2         0.20
mux2i_1         0.20
o311ai_0        0.13
## cells by family (layout without fill, tap and decap cells)
family,count (synthesis),after routing,share of synthesized area
compound gates,43,43,0.0697
buf+inv,109,142,0.0994
flops,96,96,0.444
xor+xnor,10,10,0.0202
fa+ha+maj,48,48,0.196
simple gates,137,137,0.158
mux,5,5,0.0124
## routing by layer
layer,part of all wire,track usage
met5,0,0
met4,0.020,0.0198
met3,0.045,0.0319
met2,0.42,0.188
met1,0.52,0.221
## through the flow
stage          std cells  setup WS, ns
2_1_floorplan        448          4.63
4_1_cts              617          4.45
5_1_grt              617          4.26
6_report             617          4.45
3_3_place_gp         603          4.53
3_5_place_dp         603          4.49
## where the power goes
group | internal, mW | switching (mW) | leakage [nW]
registers | 0.515 | 0.00510 | 0.785
logic | 0.0459 | 0.0462 | 1.15
clock network | 0.146 | 0.159 | 0.0880
No activity file was given, so power comes from the tool's default toggle rates.
