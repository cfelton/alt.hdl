===== /design/flow/design.v =====
`timescale 1ns/10ps
module mm_medtop (
    clock,
    reset,
    x,
    dvi,
    med,
    dvo
);
input clock;
input reset;
input [7:0] x;
input dvi;
output [7:0] med;
reg [7:0] med;
output dvo;
reg dvo;
reg ok;
wire [7:0] _med;
reg [3:0] xcnt;
reg [9:0] okd;
reg [7:0] win [0:9-1];
reg [7:0] won [0:9-1];
reg [7:0] gmed_gcmp_8_x [0:9-1];
reg [7:0] gmed_gcmp_7_x [0:9-1];
reg [7:0] gmed_gcmp_6_x [0:9-1];
reg [7:0] gmed_gcmp_5_x [0:9-1];
reg [7:0] gmed_gcmp_4_x [0:9-1];
reg [7:0] gmed_gcmp_3_x [0:9-1];
reg [7:0] gmed_gcmp_2_x [0:9-1];
reg [7:0] gmed_gcmp_1_x [0:9-1];
always @(posedge clock) begin: MM_MEDTOP_GMED_GCMP_0_RTL
    integer ii;
    if (reset == 1) begin
        gmed_gcmp_1_x[0] <= 0;
        gmed_gcmp_1_x[1] <= 0;
        gmed_gcmp_1_x[2] <= 0;
        gmed_gcmp_1_x[3] <= 0;
        gmed_gcmp_1_x[4] <= 0;
        gmed_gcmp_1_x[5] <= 0;
        gmed_gcmp_1_x[6] <= 0;
        gmed_gcmp_1_x[7] <= 0;
        gmed_gcmp_1_x[8] <= 0;
    end
    else begin
        gmed_gcmp_1_x[0] <= win[0];
        for (ii=1; ii<(9 - 1); ii=ii+2) begin
            gmed_gcmp_1_x[ii] <= (win[ii] < win[(ii + 1)]) ? win[ii] : win[(ii + 1)];
            gmed_gcmp_1_x[(ii + 1)] <= (win[ii] > win[(ii + 1)]) ? win[ii] : win[(ii + 1)];
        end
    end
end
always @(posedge clock) begin: MM_MEDTOP_GMED_GCMP_1_RTL
    integer ii;
    if (reset == 1) begin
        gmed_gcmp_2_x[0] <= 0;
        gmed_gcmp_2_x[1] <= 0;
        gmed_gcmp_2_x[2] <= 0;
        gmed_gcmp_2_x[3] <= 0;
        gmed_gcmp_2_x[4] <= 0;
        gmed_gcmp_2_x[5] <= 0;
        gmed_gcmp_2_x[6] <= 0;
        gmed_gcmp_2_x[7] <= 0;
        gmed_gcmp_2_x[8] <= 0;
    end
    else begin
        gmed_gcmp_2_x[8] <= gmed_gcmp_1_x[8];
        for (ii=0; ii<(9 - 1); ii=ii+2) begin
            gmed_gcmp_2_x[ii] <= (gmed_gcmp_1_x[ii] < gmed_gcmp_1_x[(ii + 1)]) ? gmed_gcmp_1_x[ii] : gmed_gcmp_1_x[(ii + 1)];
            gmed_gcmp_2_x[(ii + 1)] <= (gmed_gcmp_1_x[ii] > gmed_gcmp_1_x[(ii + 1)]) ? gmed_gcmp_1_x[ii] : gmed_gcmp_1_x[(ii + 1)];
        end
    end
end
always @(posedge clock) begin: MM_MEDTOP_GMED_GCMP_2_RTL
    integer ii;
    if (reset == 1) begin
        gmed_gcmp_3_x[0] <= 0;
        gmed_gcmp_3_x[1] <= 0;
        gmed_gcmp_3_x[2] <= 0;
        gmed_gcmp_3_x[3] <= 0;
        gmed_gcmp_3_x[4] <= 0;
        gmed_gcmp_3_x[5] <= 0;
        gmed_gcmp_3_x[6] <= 0;
        gmed_gcmp_3_x[7] <= 0;
        gmed_gcmp_3_x[8] <= 0;
    end
    else begin
        gmed_gcmp_3_x[0] <= gmed_gcmp_2_x[0];
        for (ii=1; ii<(9 - 1); ii=ii+2) begin
            gmed_gcmp_3_x[ii] <= (gmed_gcmp_2_x[ii] < gmed_gcmp_2_x[(ii + 1)]) ? gmed_gcmp_2_x[ii] : gmed_gcmp_2_x[(ii + 1)];
            gmed_gcmp_3_x[(ii + 1)] <= (gmed_gcmp_2_x[ii] > gmed_gcmp_2_x[(ii + 1)]) ? gmed_gcmp_2_x[ii] : gmed_gcmp_2_x[(ii + 1)];
        end
    end
end
always @(posedge clock) begin: MM_MEDTOP_GMED_GCMP_3_RTL
    integer ii;
    if (reset == 1) begin
        gmed_gcmp_4_x[0] <= 0;
        gmed_gcmp_4_x[1] <= 0;
        gmed_gcmp_4_x[2] <= 0;
        gmed_gcmp_4_x[3] <= 0;
        gmed_gcmp_4_x[4] <= 0;
        gmed_gcmp_4_x[5] <= 0;
        gmed_gcmp_4_x[6] <= 0;
        gmed_gcmp_4_x[7] <= 0;
        gmed_gcmp_4_x[8] <= 0;
    end
    else begin
        gmed_gcmp_4_x[8] <= gmed_gcmp_3_x[8];
        for (ii=0; ii<(9 - 1); ii=ii+2) begin
            gmed_gcmp_4_x[ii] <= (gmed_gcmp_3_x[ii] < gmed_gcmp_3_x[(ii + 1)]) ? gmed_gcmp_3_x[ii] : gmed_gcmp_3_x[(ii + 1)];
            gmed_gcmp_4_x[(ii + 1)] <= (gmed_gcmp_3_x[ii] > gmed_gcmp_3_x[(ii + 1)]) ? gmed_gcmp_3_x[ii] : gmed_gcmp_3_x[(ii + 1)];
        end
    end
end
always @(posedge clock) begin: MM_MEDTOP_GMED_GCMP_4_RTL
    integer ii;
    if (reset == 1) begin
        gmed_gcmp_5_x[0] <= 0;
        gmed_gcmp_5_x[1] <= 0;
        gmed_gcmp_5_x[2] <= 0;
        gmed_gcmp_5_x[3] <= 0;
        gmed_gcmp_5_x[4] <= 0;
        gmed_gcmp_5_x[5] <= 0;
        gmed_gcmp_5_x[6] <= 0;
        gmed_gcmp_5_x[7] <= 0;
        gmed_gcmp_5_x[8] <= 0;
    end
    else begin
        gmed_gcmp_5_x[0] <= gmed_gcmp_4_x[0];
        for (ii=1; ii<(9 - 1); ii=ii+2) begin
            gmed_gcmp_5_x[ii] <= (gmed_gcmp_4_x[ii] < gmed_gcmp_4_x[(ii + 1)]) ? gmed_gcmp_4_x[ii] : gmed_gcmp_4_x[(ii + 1)];
            gmed_gcmp_5_x[(ii + 1)] <= (gmed_gcmp_4_x[ii] > gmed_gcmp_4_x[(ii + 1)]) ? gmed_gcmp_4_x[ii] : gmed_gcmp_4_x[(ii + 1)];
        end
    end
end
always @(posedge clock) begin: MM_MEDTOP_GMED_GCMP_5_RTL
    integer ii;
    if (reset == 1) begin
        gmed_gcmp_6_x[0] <= 0;
        gmed_gcmp_6_x[1] <= 0;
        gmed_gcmp_6_x[2] <= 0;
        gmed_gcmp_6_x[3] <= 0;
        gmed_gcmp_6_x[4] <= 0;
        gmed_gcmp_6_x[5] <= 0;
        gmed_gcmp_6_x[6] <= 0;
        gmed_gcmp_6_x[7] <= 0;
        gmed_gcmp_6_x[8] <= 0;
    end
    else begin
        gmed_gcmp_6_x[8] <= gmed_gcmp_5_x[8];
        for (ii=0; ii<(9 - 1); ii=ii+2) begin
            gmed_gcmp_6_x[ii] <= (gmed_gcmp_5_x[ii] < gmed_gcmp_5_x[(ii + 1)]) ? gmed_gcmp_5_x[ii] : gmed_gcmp_5_x[(ii + 1)];
            gmed_gcmp_6_x[(ii + 1)] <= (gmed_gcmp_5_x[ii] > gmed_gcmp_5_x[(ii + 1)]) ? gmed_gcmp_5_x[ii] : gmed_gcmp_5_x[(ii + 1)];
        end
    end
end
always @(posedge clock) begin: MM_MEDTOP_GMED_GCMP_6_RTL
    integer ii;
    if (reset == 1) begin
        gmed_gcmp_7_x[0] <= 0;
        gmed_gcmp_7_x[1] <= 0;
        gmed_gcmp_7_x[2] <= 0;
        gmed_gcmp_7_x[3] <= 0;
        gmed_gcmp_7_x[4] <= 0;
        gmed_gcmp_7_x[5] <= 0;
        gmed_gcmp_7_x[6] <= 0;
        gmed_gcmp_7_x[7] <= 0;
        gmed_gcmp_7_x[8] <= 0;
    end
    else begin
        gmed_gcmp_7_x[0] <= gmed_gcmp_6_x[0];
        for (ii=1; ii<(9 - 1); ii=ii+2) begin
            gmed_gcmp_7_x[ii] <= (gmed_gcmp_6_x[ii] < gmed_gcmp_6_x[(ii + 1)]) ? gmed_gcmp_6_x[ii] : gmed_gcmp_6_x[(ii + 1)];
            gmed_gcmp_7_x[(ii + 1)] <= (gmed_gcmp_6_x[ii] > gmed_gcmp_6_x[(ii + 1)]) ? gmed_gcmp_6_x[ii] : gmed_gcmp_6_x[(ii + 1)];
        end
    end
end
always @(posedge clock) begin: MM_MEDTOP_GMED_GCMP_7_RTL
    integer ii;
    if (reset == 1) begin
        gmed_gcmp_8_x[0] <= 0;
        gmed_gcmp_8_x[1] <= 0;
        gmed_gcmp_8_x[2] <= 0;
        gmed_gcmp_8_x[3] <= 0;
        gmed_gcmp_8_x[4] <= 0;
        gmed_gcmp_8_x[5] <= 0;
        gmed_gcmp_8_x[6] <= 0;
        gmed_gcmp_8_x[7] <= 0;
        gmed_gcmp_8_x[8] <= 0;
    end
    else begin
        gmed_gcmp_8_x[8] <= gmed_gcmp_7_x[8];
        for (ii=0; ii<(9 - 1); ii=ii+2) begin
            gmed_gcmp_8_x[ii] <= (gmed_gcmp_7_x[ii] < gmed_gcmp_7_x[(ii + 1)]) ? gmed_gcmp_7_x[ii] : gmed_gcmp_7_x[(ii + 1)];
            gmed_gcmp_8_x[(ii + 1)] <= (gmed_gcmp_7_x[ii] > gmed_gcmp_7_x[(ii + 1)]) ? gmed_gcmp_7_x[ii] : gmed_gcmp_7_x[(ii + 1)];
        end
    end
end
always @(posedge clock) begin: MM_MEDTOP_GMED_GCMP_8_RTL
    integer ii;
    if (reset == 1) begin
        won[0] <= 0;
        won[1] <= 0;
        won[2] <= 0;
        won[3] <= 0;
        won[4] <= 0;
        won[5] <= 0;
        won[6] <= 0;
        won[7] <= 0;
        won[8] <= 0;
    end
    else begin
        won[0] <= gmed_gcmp_8_x[0];
        for (ii=1; ii<(9 - 1); ii=ii+2) begin
            won[ii] <= (gmed_gcmp_8_x[ii] < gmed_gcmp_8_x[(ii + 1)]) ? gmed_gcmp_8_x[ii] : gmed_gcmp_8_x[(ii + 1)];
            won[(ii + 1)] <= (gmed_gcmp_8_x[ii] > gmed_gcmp_8_x[(ii + 1)]) ? gmed_gcmp_8_x[ii] : gmed_gcmp_8_x[(ii + 1)];
        end
    end
end
assign _med = won[4];
always @(okd) begin: MM_MEDTOP_RTL_ROR
    integer ii;
    reg o;
    o = okd[0];
    for (ii=1; ii<9; ii=ii+1) begin
        o = (okd[ii] || o);
    end
    ok = o ? 1'b0 : 1'b1;
end
always @(posedge clock) begin: MM_MEDTOP_RTL_IN
    if (reset == 1) begin
        med <= 0;
        dvo <= 0;
        xcnt <= 1;
        okd <= 0;
        win[0] <= 0;
        win[1] <= 0;
        win[2] <= 0;
        win[3] <= 0;
        win[4] <= 0;
        win[5] <= 0;
        win[6] <= 0;
        win[7] <= 0;
        win[8] <= 0;
    end
    else begin
        okd <= (okd >>> 1);
        dvo <= okd[0];
        med <= _med;
        if (((xcnt == 9) && dvi)) begin
            win[($signed({1'b0, xcnt}) - 1)] <= x;
            okd[9] <= 1'b1;
            xcnt <= 1;
        end
        else if ((ok && dvi)) begin
            win[($signed({1'b0, xcnt}) - 1)] <= x;
            xcnt <= (xcnt + 1);
        end
    end
end
endmodule

===== /design/flow/run.sh =====
#!/bin/bash
# OpenROAD 26Q1-2900-gdf79404cd8, Yosys 0.63+post, stock flow scripts
make -C /OpenROAD-flow-scripts/flow DESIGN_CONFIG=/design/flow/config.mk WORK_HOME=/design/flow/orfs finish

===== /design/flow/config.mk =====
export PLATFORM = sky130hd
export DESIGN_NAME = mm_medtop
export DESIGN_NICKNAME = mm_medtop
export VERILOG_FILES = /design/flow/design.v
export SDC_FILE = /design/flow/constraint.sdc
export NUM_CORES = 4
export LEC_CHECK = 1
export CORE_UTILIZATION = 30

===== /design/flow/constraint.sdc =====
current_design mm_medtop

set clk_period 4.1
set clk_io_pct 0.2

create_clock -name clk0 -period $clk_period [get_ports {clock}]

set non_clock_inputs [all_inputs -no_clocks]
set_input_delay [expr $clk_period * $clk_io_pct] -clock clk0 $non_clock_inputs
set_output_delay [expr $clk_period * $clk_io_pct] -clock clk0 [all_outputs]

==> results_dict.tcl <==
# metrics dict for downstream scripts
set metrics [dict create \
    portBuffers 19 \
    ys_seq_share_pct 46.4 \
    antenna_found_initial 0 \
    vias_per_cell 4.43 \
    first_pass_iters 5 \
    arrival_ns 2.83 \
    h-tree-depth 2 \
    yosysTopAreaCell "dfxtp_1" \
    grt_use_total_pct 11.3 \
    gp_congestion 0.857 \
    grt_pass1_wl_um 78200 \
    start_kind "input port" \
    dpl.hpwl_um 34900 \
    async_flop_share_pct 0 \
    postCtsSetupRepairBufs 0 \
    max_cap_violations 0 \
    edf_count 72 \
    synth.cells.most_frequent "dfxtp_1 (479), mux2i_1 (369), nand2_1 (346)" \
    drc 0 \
    ys.flops 551 \
    finalMaxSlewViolations 0 \
    cts_inserted_buffers 55 \
    fp_util_pct 30.3 \
    wl_um 47000 \
    top_cell "dfxtp_1" \
    ys_types 45 \
    n_antenna_cell 0 \
    clk_latency_ns 0.62 \
    highest_layer "met4" \
    cts_sinks 551 \
    hold_viol_final 0 \
    wl_met2_um 20100 \
    syn_inst 2526 \
    endpoint_kind "flip-flop" \
    die-area_sq_um 85700 \
    min_period_ns 2.51 \
    p_leak_nw 11.8 \
    power_density_nw_per_um2 529 \
    fp.dieH_um 293 \
    grt-ovfl-total 0 \
    cp_max_fo 9 \
    synth_stat.cells 2526 \
    grt_max_degree 151 \
    crit_required_ns 4.42 \
    fin_crit_sh_pct 61.3 \
    fin_setup_tns_ns 0 \
    syn-cell-area_sq_um 25400 \
    fin_util_pct 34.2 \
    fill_cells 8320 \
    io_pins 20 \
    clk_pin_slew_ns 0.07 \
    grt_setup_unrepaired "false" \
    drive_above_1_share_pct 6.03 \
    cts_hold_buf 0 \
    setup_violations 0 \
    clockRootBuffer "clkbuf_16" \
    mi_logic_area_sq_um 12200 \
    synth_warnings 10 \
    max_slew_margin_pct 38.8 \
    grt_pass1_vias 15500 \
    core_region_area_sq_um 83700 \
    core.rowCount 106 \
    area_delta_synth_final_pct 12.9 \
    tightest_slew_ns 0.913 \
    flop_area_sq_um 11800 \
    wl_per_cell_um 12.7 \
    wl_met3_um 1990 \
    tool_warnings 31 \
    area_leaders "dfxtp_1 (38%), mux2i_1 (15%), ha_1 (12%), edfxtp_1 (8.5%), nand2_1 (5.1%)" \
    ir_worst_vdd_mv 0.376 \
    finClkSkew_ns 0.0305 \
    cts_tree "yes" \
    syn_avg_cell_area_sq_um 10.0 \
    top_cell_area_share_pct 37.8 \
    wl_met1_um 24000 \
    dp.cells 3588 \
    critPathKind "in -> reg" \
    status "completed" \
    ys.flop_type "dfxtp_1" \
    fin_cells 3690 \
    die_w_um 293 \
    num_vias 16300 \
    ant_nets 0 \
    post_cts_resized 0 \
    hold_class "reg -> reg" \
    fmax_ghz 0.398 \
    cts_max_path_buffers 3 \
    drt_iter0_drc 787 \
    ys_area_sq_um 25400 \
]
[kinds of logic (layout without fill, tap and decap cells)]
| logic type | count (synthesis) | count (layout) | synth area share, % |
|---|---|---|---|
| flip-flops | 551 | 551 | 46.4 |
| adder cells (fa/ha/maj) | 241 | 241 | 11.9 |
| AND/OR/NAND/NOR | 696 | 696 | 13.4 |
| AND-OR/OR-AND | 304 | 304 | 8.01 |
| XOR/XNOR | 4 | 4 | 0.138 |
| buffers and inverters | 361 | 391 | 5.69 |
| multiplexers | 369 | 369 | 14.6 |
[state kept, by name (all words and copies together), names as in the netlist, 4 cells and up]
name,count
gmed_gcmp_1_x,72
gmed_gcmp_3_x,72
gmed_gcmp_5_x,64
win,72
okd,10
won,8
med,8
gmed_gcmp_6_x,48
xcnt,4
gmed_gcmp_8_x,16
gmed_gcmp_4_x,72
gmed_gcmp_2_x,72
gmed_gcmp_7_x,32
[per-layer routing]
| metal | GRT usage [%] | vias to the layer above |
|---|---|---|
| met5 | 0 | - |
| met4 | 1.99 | 0 |
| met3 | 2.05 | 62 |
| met2 | 16.8 | 243 |
| met1 | 17.7 | 7366 |
| li1 | - | 8669 |
[path summary, 6_finish.rpt]
check,start,to,slack [ns],cells after the start
worst min-delay path,gmed_gcmp_4_x[0][5],gmed_gcmp_5_x[0][5],0.42,1
worst min register to register,gmed_gcmp_4_x[0][5],gmed_gcmp_5_x[0][5],0.42,1
worst max register to register,gmed_gcmp_1_x[1][3],gmed_gcmp_2_x[1][2],1.67,7
worst max-delay path,dvi,win[6][3],1.59,6
[layout make-up]
cell class,instances,area share (%)
Multi-Input combinational cell,1614,42.5
Sequential cell,551,41.1
Clock buffer,71,5.59
Tap cell,1134,4.96
Inverter,249,3.29
Clock inverter,31,1.36
Timing Repair Buffer,40,1.26
[placed cells by master, fill, tap and decap left out, drive strengths merged, types with 14 or more instances in the layout]
cell type,n
a211oi,38
a21o,21
a21oi,91
a41o,20
and2,73
and4b,16
buf,22
clkbuf,71
clkdlybuf4s50,18
clkinv,15
dfxtp,479
edfxtp,72
ha,241
inv,254
mux2i,369
nand2,346
nand4,80
nor2,70
nor2b,67
o21a,34
o21ai,61
or2,14
[report_power, final]
| part | internal (mW) | switching [mW] | leakage (nW) | total (mW) |
|---|---|---|---|---|
| Combinational | 1.72 | 2.04 | 6.16 | 3.76 |
| Clock | 3.21 | 2.12 | 0.983 | 5.34 |
| Sequential | 5.83 | 0.223 | 4.63 | 6.05 |
[through the flow]
stage	total power [mW]	cell area [sq um]	setup WS (ns)	hold slack, ns
finish	15.1	28600	1.59	0.424
global route	16.0	28600	1.33	0.447
CTS	15.3	28600	1.57	0.425
detailed placement	9.95	26600	0.891	0.424
global placement	9.96	26600	0.899	0.419
floorplan	9.32	25400	1.71	0.414
[critical path, cell delays in order]
cell and delay (ns):
clkdlybuf4s50_1 0.47, nor4b_1 0.24, nand3_1 0.27, a21oi_2 0.39, and4_1 0.38, or2_2 0.26
Power is estimated from default activity; no workload was simulated.
