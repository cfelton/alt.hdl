`./design.v`:
```
`timescale 1ns/1ns
module mm_vgasys (
    clock,
    reset,
    vselect,
    hsync,
    vsync,
    red,
    green,
    blue,
    pxlen,
    active
);
input clock;
input reset;
input vselect;
output hsync;
reg hsync;
output vsync;
reg vsync;
output [9:0] red;
wire [9:0] red;
output [9:0] green;
wire [9:0] green;
output [9:0] blue;
wire [9:0] blue;
output pxlen;
reg pxlen;
output active;
reg active;
reg [2:0] gvga_vga_state;
reg [19:0] gvga_vcd;
reg [9:0] gvga_hpxl;
reg [8:0] gvga_vpxl;
reg [29:0] gvga_vmem_red;
reg [10:0] gvga_hcd;
reg [29:0] gvga_vmem_blue;
reg [29:0] gvga_vmem_green;
reg [29:0] gbar_pval;
reg [31:0] gbar_ssel;
always @(posedge clock) begin: MM_VGASYS_GVGA_RTL_SYNC
    reg signed [3-1:0] xcnt;
    reg [11-1:0] hcnt;
    reg [20-1:0] vcnt;
    if (reset == 0) begin
        gvga_vpxl <= 0;
        gvga_vcd <= 0;
        vsync <= 0;
        gvga_hpxl <= 0;
        hsync <= 0;
        pxlen <= 0;
        gvga_hcd <= 0;
        hcnt = 0;
        vcnt = 0;
        xcnt = 0;
    end
    else begin
        hcnt = (hcnt + 1);
        vcnt = (vcnt + 1);
        if ((vcnt == 833333)) begin
            vcnt = 0;
            hcnt = 0;
        end
        else if ((vcnt > 768000)) begin
            hcnt = (1600 - 1);
        end
        else if ((hcnt >= 1600)) begin
            hcnt = 0;
        end
        xcnt = (xcnt + 1);
        if ((hcnt == 1)) begin
            xcnt = 1;
        end
        else if ((xcnt == 2)) begin
            xcnt = 0;
        end
        if (((xcnt == 0) && (hcnt <= 1250))) begin
            pxlen <= 1'b1;
        end
        else begin
            pxlen <= 1'b0;
        end
        if (((hcnt >= (1250 + 50)) && (hcnt < ((1250 + 50) + 200)))) begin
            hsync <= 1'b0;
        end
        else begin
            hsync <= 1'b1;
        end
        if (((vcnt >= (768000 + 17000)) && (vcnt < ((768000 + 17000) + 3200)))) begin
            vsync <= 1'b0;
        end
        else begin
            vsync <= 1'b1;
        end
        if ((($signed({1'b0, gvga_hpxl}) < (640 - 1)) && (xcnt == 0) && (hcnt <= 1250))) begin
            gvga_hpxl <= (gvga_hpxl + 1);
        end
        else if ((hcnt > (1250 + 50))) begin
            gvga_hpxl <= 0;
        end
        if ((($signed({1'b0, hcnt}) >= (1600 - 1)) && (vcnt < 768000))) begin
            gvga_vpxl <= (gvga_vpxl + 1);
        end
        else if ((vcnt > (768000 + 17000))) begin
            gvga_vpxl <= 0;
        end
        gvga_hcd <= hcnt;
        gvga_vcd <= vcnt;
    end
end
always @(gvga_vcd, hsync, gvga_hcd, vsync) begin: MM_VGASYS_GVGA_RTL_STATE
    if ((!hsync)) begin
        gvga_vga_state = 3'b011;
    end
    else if ((!vsync)) begin
        gvga_vga_state = 3'b110;
    end
    else if ((gvga_hcd < 1250)) begin
        gvga_vga_state = 3'b001;
    end
    else if (((gvga_vcd >= 768000) && (gvga_vcd < (768000 + 17000)))) begin
        gvga_vga_state = 3'b101;
    end
    else if (((gvga_vcd >= (768000 + 17000)) && (gvga_vcd < ((768000 + 17000) + 3200)))) begin
    end
    else if (((gvga_vcd >= ((768000 + 17000) + 3200)) && (gvga_vcd < 833333))) begin
        gvga_vga_state = 3'b111;
    end
    else if (((gvga_hcd >= 1250) && (gvga_hcd < (1250 + 50)))) begin
        gvga_vga_state = 3'b010;
    end
    else if (((gvga_hcd >= (1250 + 50)) && (gvga_hcd < ((1250 + 50) + 200)))) begin
    end
    else if (((gvga_hcd >= ((1250 + 50) + 200)) && (gvga_hcd < (((1250 + 50) + 200) + 100)))) begin
        gvga_vga_state = 3'b100;
    end
    if ((gvga_hcd < 1250)) begin
        active = 1'b1;
    end
    else begin
        active = 1'b0;
    end
end
assign red = gvga_vmem_red;
assign green = gvga_vmem_green;
assign blue = gvga_vmem_blue;
always @(gvga_hpxl) begin: MM_VGASYS_GBAR_RTL_PVAL
    integer ii;
    integer sel;
    sel = 0;
    for (ii=0; ii<8; ii=ii+1) begin
        if (($signed({1'b0, gvga_hpxl}) > (ii * 80))) begin
            sel = ii;
        end
    end
    gbar_ssel = sel;
    case (sel)
        0: gbar_pval = 1073741823;
        1: gbar_pval = 1073740800;
        2: gbar_pval = 1048575;
        3: gbar_pval = 1047552;
        4: gbar_pval = 1072694271;
        5: gbar_pval = 1072693248;
        6: gbar_pval = 1023;
        default: gbar_pval = 0;
    endcase
end
always @(posedge clock) begin: MM_VGASYS_GBAR_RTL_RGB
    if (reset == 0) begin
        gvga_vmem_blue <= 0;
        gvga_vmem_green <= 0;
        gvga_vmem_red <= 0;
    end
    else begin
        gvga_vmem_red <= ((gbar_pval >>> 20) & 1023);
        gvga_vmem_green <= ((gbar_pval >>> 10) & 1023);
        gvga_vmem_blue <= (gbar_pval & 1023);
    end
end
endmodule
```
`./run.sh`:
```
#!/bin/bash
# OpenROAD 26Q1-2900-gdf79404cd8, Yosys 0.63+post, stock flow scripts
make -C /OpenROAD-flow-scripts/flow DESIGN_CONFIG=/design/flow/config.mk WORK_HOME=/design/flow/orfs finish
```
`./config.mk`:
```
export PLATFORM = sky130hd
export DESIGN_NAME = mm_vgasys
export DESIGN_NICKNAME = mm_vgasys
export VERILOG_FILES = /design/flow/design.v
export SDC_FILE = /design/flow/constraint.sdc
export NUM_CORES = 4
export LEC_CHECK = 1
export CORE_UTILIZATION = 50
```
`./constraint.sdc`:
```
current_design mm_vgasys

set clk_period 7.7
set clk_io_pct 0.2

create_clock -name clk0 -period $clk_period [get_ports {clock}]

set non_clock_inputs [all_inputs -no_clocks]
set_input_delay [expr $clk_period * $clk_io_pct] -clock clk0 $non_clock_inputs
set_output_delay [expr $clk_period * $clk_io_pct] -clock clk0 [all_outputs]
```
==> out/metrics.cfg <==
[status]
status=complete, no violations

[placed_design]
port_buffers=35
dp_hpwl_mm=5.86
pre_cts_ws_ns=4.08
globalplace.congestion=0.856

[power_and_ir_drop]
p_seq_frac=0.525
vdd_drop_max_mv=0.0965
switchingPower_uw=125
power_density_nw_per_um2=131
power_frac_clock=0.364
power.share.combinational=0.111
netSwitchingFraction=0.238
p_int_uw=400
p_leak_uw=0.00142

[floorplanning]
die_w_um=89.2
io_pins=37
die_h_um=89.2
die-area_um2=7950
coreArea_um2=7290
initCoreUtil=0.521
rows=31

[synthesis]
edf_count=0
synth_area_per_cell_um2=7.81
ys_cells=486
yosys_area_um2=3800
top_area_cell=dfxtp_1
xor_share=0.0715
synth_flop_count=50
top_cells_by_area=dfxtp_1, buf_4, nor2_1
synthSimpleGateAreaFrac=0.325
fa_ha_area_frac=0.0290
ys_sh_aoi=0.197
synthTopLogicFamily=simple AND/OR/NAND/NOR gates
ys.flop_type=dfxtp_1
ys_warn_count=1
top_cell_area_share=0.264
syn_inst=486
muxShareOfSynthArea=0
synth_seq_share=0.264
ys_async_sr_fraction=0
synth.distinct_cells=71
synth_area_um2=3800

[routing]
drt_first_pass_iters=7
num_vias=3190
wire_per_inst_um=14.0
via_per_inst=5.62
diodes=0
wl_mm=7.98
drc_errors=0
drt-initial-drc-count=105
ant_nets=0

[global_route]
grt_max_degree=21
grt_pass1_vias=2668
grtUsageTotal=0.205
antenna_found_initial=0
grt.overflow.total=0
grt_pass1_wl_mm=12.6

[timing]
hold_viol=0
fin_crit_ns=3.47
finalSetupViolations=0
rsz0062_at_grt=no
relSlewSlack=0.429
worstMarginPinSlew_ns=0.835
slew_viol_final=0
setup_ws_ns=4.23
max_clock_freq_mhz=288
timing.setup.tns_ns=0
finalClockPeriodUsage=0.450
clock_skew_ns=0.00803

[run]
drv_cap=0
warning_count=30

[setup_path]
cp_cell_sequence=ha_1, nand4_1, nor2_1, nand2_1, a2111oi_0, a211oi_1, a2bb2oi_4, nor3b_1, a211o_1
critical_path_class=register to register
slowest_delay_ns=0.78
end_kind=register
start_kind=register
cp_slowest_cell=a2111oi_0
cp.arrival_ns=3.66
worstPathRequired_ns=7.89
critPathMaxFanout=14

[clock_tree]
clk_pin_slew_ns=0.10
cts_resized=0
cts_tree=built
htreeDepth=2
hold_buffers=0
cts_buffers=5
postCtsSetupBuffers=0
clock-root-buffer=clkbuf_8
worstSkewPairLatency_ns=0.30
cts_sinks=50
clockBufferDepth=2

[cells_and_area]
num-fill-cells=730
drive_above_1_share=0.0725
area_growth_pct=5.54

[min_path]
hold_class=register to register

-- logic make-up (layout without fill, tap and decap cells) --
logic type	Yosys count	in the layout
XOR/XNOR	31	31
buffers and inverters	73	56
AND/OR/NAND/NOR	219	219
flip-flops	50	50
AND-OR/OR-AND	104	104
adder cells (fa/ha/maj)	9	9
-- layout by cell type (no fill, tap or decap), types with 3 or more instances in the layout --
master,n
a2111oi_0,3
nor4_1,7
clkbuf_8,6
and4_1,6
o31ai_1,3
a31oi_1,5
o21ai_0,12
and3_1,7
clkdlybuf4s50_1,35
or4_1,3
ha_1,8
nand2b_1,3
and2_1,6
a21boi_0,4
or2_2,3
nand2_1,38
a211oi_1,9
dfxtp_1,50
nand3b_1,4
nor2b_1,5
nand4_1,8
xnor2_1,19
o2bb2ai_1,5
inv_1,13
a211o_1,6
o211ai_1,4
a21oi_1,25
xor2_1,12
nor2_1,58
nand4b_1,3
or3_1,10
o21a_1,5
nor3_1,16
o21ai_1,3
nand3_1,19
or2_1,3
-- sequential cells by signal, indices dropped and copies added, names as in the netlist --
register and cells:
hsync 1, gvga_vmem_blue 1, MM_VGASYS_GVGA_RTL_SYNC.vcnt 20, gvga_hcd 11, gvga_vmem_red 1, MM_VGASYS_GVGA_RTL_SYNC.xcnt 3, pxlen 1, gvga_vmem_green 1
vsync 1, gvga_hpxl 10
-- Yosys cell counts, drive strengths merged (6+ instances only) --
cell type and n:
a211o 6, a211oi 9, a21oi 25, and2 8, and3 7, and4 6, buf 49, clkbuf 11
dfxtp 50, ha 8, inv 13, nand2 39, nand3 20, nand4 12, nor2 59, nor2b 6
nor3 19, nor4 9, o21ai 15, or2 6, or3 10, xnor2 19, xor2 12
-- critical path: cells and delay by family, from the launching register on --
| kind | cells | cell delay (ns) |
|---|---|---|
| fa+ha+maj | 1 | 0.42 |
| simple gates | 4 | 0.78 |
| compound gates | 4 | 1.63 |
| flops | 1 | 0.52 |
-- routing by layer --
layer / wire length, um / GRT usage
met1: 4170 / 0.326
met2: 3560 / 0.318
met3: 185 / 0.0206
met4: 59 / 0.0216
met5: 0 / 0
-- power groups by stage --
stage	registers, uW	logic [uW]	clock network [uW]
6_report	276	58.2	191
5_1_grt	278	66.1	204
4_1_cts	276	59.1	197
-- final cells by class --
class                   count  area, um^2  share of cell area
flip-flops and latches     50        1000               0.250
clock buffers               6        82.6              0.0206
clock inverters             1        30.0             0.00749
inverters                  13        48.8              0.0122
multi-input cells         363        2360               0.590
repair buffers             36         358              0.0893
well taps                  99         124              0.0309
-- path summary, 6_finish.rpt --
path                                                       from                              end  slack, ns  cells past startpoint
worst max-delay path                                gvga_hcd[0]                     gvga_hpxl[2]       4.23                      9
worst min-delay path            MM_VGASYS_GVGA_RTL_SYNC.xcnt[0]  MM_VGASYS_GVGA_RTL_SYNC.xcnt[0]       0.52                      1
worst max register to register                      gvga_hcd[0]                     gvga_hpxl[2]       4.23                      9
worst min register to register  MM_VGASYS_GVGA_RTL_SYNC.xcnt[0]  MM_VGASYS_GVGA_RTL_SYNC.xcnt[0]       0.52                      1
-- metrics by stage --
stage	cells	hold slack [ns]	utilization	instance area, um^2	power (uW)
final	568	0.517	0.550	4010	526
after floorplan	486	0.476	-	3800	325
after CTS	568	0.520	0.550	4010	532
after detailed placement	561	0.503	0.534	3890	340
after global placement	561	0.497	0.534	3890	340
after global routing	568	0.543	0.550	4010	549
Power figures rest on the tool's default switching activity, not on a simulated workload.
